<file path="./config.mk">
export PLATFORM = sky130hd
export DESIGN_NAME = Adder_subtractor
export DESIGN_NICKNAME = Adder_subtractor
export VERILOG_FILES = /design/flow/design.v
export SDC_FILE = /design/flow/constraint.sdc
export NUM_CORES = 4
export LEC_CHECK = 1
export CORE_AREA = 10 10 70 70
export DIE_AREA = 0 0 80 80
</file>
<file path="./constraint.sdc">
current_design Adder_subtractor

set clk_period 5.6
set clk_io_pct 0.2

create_clock -name clk0 -period $clk_period

set non_clock_inputs [all_inputs -no_clocks]
set_input_delay [expr $clk_period * $clk_io_pct] -clock clk0 $non_clock_inputs
set_output_delay [expr $clk_period * $clk_io_pct] -clock clk0 [all_outputs]
</file>
<file path="./design.v">
module Adder_subtractor#(parameter WIDTH=8)(input SU,
input EU,
input [WIDTH-1:0] REGA,
input [WIDTH-1:0] REGB,
output reg [WIDTH-1:0] result);
reg [WIDTH-1:0] REG_RESULT;
always@(*)
 begin
	if(!SU)
	 begin
		REG_RESULT<=REGA+REGB;
	 end
	else
	 begin
		REG_RESULT<=REGA-REGB;
	 end
 end
always@(*)
 begin
	if(EU)
	 begin
		result<=REG_RESULT;
	 end
	else
	 begin
		result<='b0;
	 end
 end
endmodule
</file>
<file path="./run.sh">
#!/bin/bash
# OpenROAD 26Q1-2900-gdf79404cd8, Yosys 0.63+post, stock flow scripts
make -C /OpenROAD-flow-scripts/flow DESIGN_CONFIG=/design/flow/config.mk WORK_HOME=/design/flow/orfs finish
</file>
==> flow_summary_export.csv <==
group,metric,value,unit
floorplanning,pin_count,26,
logic_synthesis,ys_cells,71,
routing,routed_via_density,3.84,
global_routing,grt_usage,0.0481,
routing,routed_wl,1.54,mm
finish,nClkBuffers,0,
routing,antenna-diode-count,0,
placed_design,dp_hpwl,1.39,mm
power_and_ir_drop,swShare,0.410,
cts,postCtsHoldBufs,0,
global_routing,grt_overflow,0,
floorplanning,die_y,80,um
power_and_ir_drop,p_leak,0.326,nW
sta,min_period_over_period,0.929,
critical_path,worst_ep_required_time,4.48,ns
global_routing,grt_pass1_vias,562,
routing,drc_errors,0,
finish,syn2layout_area_growth,63.2,%
logic_synthesis,top_cells_by_area,"ha_1 20%, xnor2_1 10%, inv_1 8.2%, nor2_1 6.0%, o21a_1 4.5%",
floorplanning,fp_util,0.147,
power_and_ir_drop,pwr-share-seq,0,
sta,fin_crit,5.20,ns
logic_synthesis,ys_warn_count,1,
logic_synthesis,synth_top_cell_by_area,"ha_1",
power_and_ir_drop,net-switching-power,36.7,uW
global_routing,grt_pass1_wl,2.59,mm
finish,drive_gt1_frac,0.0515,
finish,regArea,0,um^2
placed_design,portBuffers,26,
global_routing,antenna_found_initial,0,
sta,slew_viol_final,0,
floorplanning,row_count,21,
logic_synthesis,syn_inst,71,
critical_path,endpoint_kind,"output port",
critical_path,start_kind,"input pin",
floorplanning,die-area,6400,um^2
power_and_ir_drop,ir_drop,0.0000425,V
sta,finalSetupViolations,0,
finish,design.seq.count,0,
sta,setup_tns,0,ns
logic_synthesis,yosysChipArea,503,um^2
run_status,status,"finished clean",
finish,nFillCells,392,
logic_synthesis,synth.distinct_cells,27,
logic_synthesis,synth_seq_share,0,
sta,worst_pin_slew,0.321,ns
run,maxCapViolCount,0,
floorplanning,dieWidth,80,um
worst_hold_path,hp-class,"in2out",
power_and_ir_drop,comb_power_share,1.000,
logic_synthesis,syn_area_per_cell,7.08,um^2
routing,drt_pass1_iterations,3,
sta,rsz0062_at_grt,"false",
cts,cts_setup_buffers,0,
logic_synthesis,netlist_area,503,um^2
run,tool_warnings,32,
sta,fmax,192,MHz
sta,maxSlewHeadroom,0.784,
finish,final_util,0.240,
power_and_ir_drop,p_int,52.8,uW
critical_path,critPathArrivalTime,4.08,ns
logic_synthesis,top_cell_area_share,0.199,
finish,finalNonFillerCells,143,
power_and_ir_drop,p_total,89.5,uW
placed_design,gp_congestion,0.837,
routing,vias,549,
routing,post_drt_wl_per_cell,10.8,um
sta,fin_hold_ws,3.24,ns
power_and_ir_drop,p_clk_frac,0,
sta,hold_viol_final,0,
global_routing,grt_max_degree,8,
routing,ant_nets,0,
placed_design,place_inst,143,
critical_path,critPathKind,"in2out",
power_and_ir_drop,p_per_area,109,nW/um^2
cts,postCtsResizedCells,0,
routing,drtIter0Drc,8,
critical_path,cp_max_fo,3,
floorplanning,core,3420,um^2
worst max-delay path: stages:
cell and delay [ns]:
clkdlybuf4s50_1 0.52, inv_1 0.06, ha_1 0.28, mux2_2 0.29, inv_1 0.06, ha_1 0.21
nor2b_1 0.14, o31ai_1 0.29, a31oi_1 0.14, or3_1 0.31, a21oi_1 0.15, clkdlybuf4s50_1 0.51
Yosys cell counts (all sizes together):
cell     n
a21oi    3
a311o    1
nor2b    3
a211oi   1
a21boi   2
mux2     1
o21ai    4
nor3b    1
a31oi    4
xnor2    7
fa       1
nor3     6
mux2i    1
inv     11
o31ai    1
nand3b   1
nor2     8
o21a     3
nand3    1
nand2    2
or3      1
ha       8
per-layer routing:
| metal | part of all wire | vias to the layer above | global-route usage |
|---|---|---|---|
| li1 | - | 305 | - |
| met1 | 0.48 | 232 | 0.0636 |
| met2 | 0.48 | 12 | 0.0835 |
| met3 | 0.045 | 0 | 0.00909 |
| met4 | 0 | 0 | 0 |
| met5 | 0 | - | 0 |
placed cells by master, fill, tap and decap left out:
master / instances
nor2_1: 8
a31oi_1: 3
nand3b_1: 1
a21boi_0: 1
mux2i_1: 1
mux2_2: 1
a211oi_1: 1
a31oi_2: 1
o31ai_1: 1
xnor2_1: 6
xnor2_2: 1
nor3_2: 2
ha_1: 8
or3_1: 1
nor3b_1: 1
a21boi_1: 1
nor3_1: 4
nor2b_1: 3
o21a_1: 3
nand3_1: 1
nand2_1: 2
a311o_1: 1
fa_1: 1
clkdlybuf4s50_1: 26
inv_1: 11
o21ai_1: 1
a21oi_1: 3
o21ai_0: 3
per-stage QoR:
stage                     area, um^2  setup slack (ns)
final                            821             0.398
after floorplan                  503              1.61
after global routing             821             0.198
after global placement           821             0.425
after detailed placement         821             0.402
after CTS                        821             0.400
path summary, 6_finish.rpt:
kind    start         to  slack (ns)  depth (start not counted)
max   REGB[0]  result[7]        0.40                         12
min   REGA[0]  result[0]        3.24                          5
logic make-up (layout without fill, tap and decap cells):
family	after synthesis	in the layout	synth area share
and+or+nand+nor	23	23	0.244
AOI/OAI and AO/OA	19	19	0.256
buffers and inverters	11	37	0.0821
adders and majority gates	9	9	0.239
xor gates and xnor gates	7	7	0.137
muxes	2	2	0.0423
power by group through the flow:
stage | sequential [mW] | clock, mW | combinational [mW]
final | 0 | 0 | 0.0895
after global routing | 0 | 0 | 0.101
after CTS | 0 | 0 | 0.0910
final cells by class:
cell class / count / area (um^2) / share of cell area
Inverter: 11 / 41.3 / 0.0503
Timing Repair Buffer: 26 / 260 / 0.317
Multi-Input combinational cell: 60 / 462 / 0.563
Tap cell: 46 / 57.6 / 0.0701
No activity file was given, so power comes from the tool's default toggle rates.
