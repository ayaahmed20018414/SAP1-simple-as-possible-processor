<file path="flow/run.sh">
#!/bin/bash
# OpenROAD 26Q1-2900-gdf79404cd8, Yosys 0.63+post, stock flow scripts
make -C /OpenROAD-flow-scripts/flow DESIGN_CONFIG=/design/flow/config.mk WORK_HOME=/design/flow/orfs finish
</file>
<file path="flow/config.mk">
export PLATFORM = sky130hd
export DESIGN_NAME = RegisterB
export DESIGN_NICKNAME = RegisterB
export VERILOG_FILES = /design/flow/design.v
export SDC_FILE = /design/flow/constraint.sdc
export NUM_CORES = 4
export LEC_CHECK = 1
export CORE_AREA = 10 10 70 70
export DIE_AREA = 0 0 80 80
</file>
<file path="flow/constraint.sdc">
current_design RegisterB

set clk_period 1.0
set clk_io_pct 0.2

create_clock -name clk0 -period $clk_period [get_ports {CLK}]

set non_clock_inputs [all_inputs -no_clocks]
set_input_delay [expr $clk_period * $clk_io_pct] -clock clk0 $non_clock_inputs
set_output_delay [expr $clk_period * $clk_io_pct] -clock clk0 [all_outputs]
</file>
<file path="flow/design.v">
module RegisterB #(parameter WIDTH=8)(input CLK,
input CLR,
input LB,
input [WIDTH-1:0] BUS_IN,
output reg [WIDTH-1:0] ALU_OUT
);
always @(posedge CLK)
 begin
	if(!CLR)
	 begin
		ALU_OUT<='b0;
	 end
	else if(!LB)
	 begin
		ALU_OUT<=BUS_IN;
	 end
 end
endmodule
</file>
==> flow_summary.toml <==
# implementation run metrics
[clocking]
ctsLongestPathBuffers = 2
cts_tree = "yes"
clkSinkCount = 8
cts-buffers-inserted = 3
htree_levels = 1
holdBufCountCts = 0
clk_transition_reported_paths_ns = 0.05
clk_root_buffer_cell = "sky130_fd_sc_hd__clkbuf_4"
clock_latency_ns = 0.25

[timing]
rsz0062_at_grt = "no"
setup_viol_count_final = 0
fmax_mhz = 1053
final-max-slew-violation-count = 0
finalHoldViolCount = 0
worst-slew-pin-transition_ns = 0.2094
finalSetupTns_ns = 0
final.period_utilization_pct = 94.99
worst_slack_ns = 0.05009
whs_ns = 0.4353
maxSlewHeadroom_pct = 86.00
finalWorstPathRequiredPeriod_ns = 0.9499
fin_worst_skew_ns = 0

[job]
stage_log_warnings = 25
max-cap-violations = 0

[synthesis]
synth_flop_count = 8
yosys.cell_types.count = 4
syn_area_per_cell_sq_um = 12.06
seq_area_frac_synth_pct = 53.11
syn-cell-area_sq_um = 301.5
ys_chip_area_sq_um = 301.5
yosysWarnings = 1
netlist_instances = 25
synth-cells-yosys = 25

[cells_and_area]
most_frequently_placed_logic_cells_in_the_final_layout = "sky130_fd_sc_hd__clkdlybuf4s50_1 (9), sky130_fd_sc_hd__dfxtp_2 (8), sky130_fd_sc_hd__nor2b_1 (8)"
final_cell_area_sq_um = 605.6
area.combinational_sq_um = 142.6
area_growth_syn_to_layout_pct = 100.8
final.fill_count = 383
largest_reg_flops = 8
max_flop_register = "ALU_OUT"
lay_top_count = "sky130_fd_sc_hd__clkdlybuf4s50_1"
flop_area_sq_um = 170.2
biggestRegsByFlops = "ALU_OUT: 8 flops"
drive_gt1_share_pct = 33.33

[floorplanning]
fp.dieArea_sq_mm = 0.006400
fp_util_pct = 8.828
floorplan.rows = 21
boundaryPins = 19
placeableCoreArea_sq_mm = 0.003416
dieHeight_um = 80
die_x_size_um = 80

[worst_setup_path]
critPathArrivalTime_ns = 0.75
worstSetupStartpoint = "ALU_OUT[0]"
critical_path_peak_fanout = 2
timing.setup.critical_path_class = "flip-flop to output pin"
timing.critical_path.to_type = "output pin"
reg2reg_depth = 3
critical_path.cell_chain = "clkdlybuf4s15_1"
timing.critical_path.from_type = "flip-flop"
logic_depth_of_the_worst_path_buffers_included = 1
critPathSlowestCell = "sky130_fd_sc_hd__dfxtp_2"
crit_buf_inv = 1
crit_family = "flip-flops"
cp.required_ns = 0.80
regToRegEndpoint = "ALU_OUT[4]"
cpPeakStageDelay_ns = 0.33
crit_path_end = "ALU_OUT[0]"
rrSetupSlack_ns = 0.29
crit-reg2reg-launch = "ALU_OUT[4]"

[routing]
drc_errors = 0
postRouteAntennaNets = 0
dr.pass1.iters = 2
avgViaCountPerCell = 2.670
routed_wirelength_um = 842
dr_total_vias = 251
wl_per_cell_um = 8.957
drt_iter0_drc = 14
route.antenna.diode_count = 0

[placed_design]
placedInstanceArea_sq_um = 548.0
dp_slack_ns = -0.2276
place.port_buffers = 18
gpl.final_weighted_congestion = 0.6557

[global_route]
groute.usage.overall_pct = 2.766
antenna_found_initial = 0
wire_length_of_the_first_global_routing_pass_um = 1297
grt-ovfl-total = 0
largest_net_degree_at_the_start_of_global_routing = 9
first_global_vias = 283

[power]
worst_ir_drop_vdd_mv = 0.4862
power.density_cell_area_mw_per_mm2 = 1177
p_leak_nw = 0.2478

[status]
status = "complete, no violations"

[worst_hold_path]
worst_hold_launch = "LB"
min_path_type = "primary input to flip-flop"
## routing by layer
| metal | wire length (um) | GRT usage, % |
|---|---|---|
| met1 | 409 | 3.427 |
| met3 | 143 | 3.068 |
| met4 | 0 | 0 |
| met5 | 0 | 0 |
| met2 | 289 | 3.291 |
## worst min path at each step
stage,cells after the start,to,slack [ns]
CTS,2,ALU_OUT[7],0.51
global route,4,ALU_OUT[6],0.47
finish,4,ALU_OUT[4],0.44
## tightest hold or removal path: cells and delay by family
family        cells  cell delay [ns]
simple gates      1             0.09
buf+inv           2             0.28
mux               1             0.07
## cells by family after synthesis
logic type / Yosys count / synth area share, %
muxes: 8 / 26.56
buffers and inverters: 1 / 3.734
and+or+nand+nor: 8 / 16.60
DFF: 8 / 53.11
## cells in the mapped netlist
cell type	number	area, sq um
sky130_fd_sc_hd__buf_6	1	11.26
sky130_fd_sc_hd__dfxtp_1	8	160.2
sky130_fd_sc_hd__mux2i_1	8	80.08
sky130_fd_sc_hd__nor2b_1	8	50.05
## where the power goes
| part | switching (mW) | total (mW) | internal [mW] |
|---|---|---|---|
| clock | 0.0956 | 0.232 | 0.136 |
| combinational | 0.0343 | 0.128 | 0.0941 |
| sequential | 0.0100 | 0.353 | 0.342 |
| total | 0.140 | 0.713 | 0.573 |
## through the flow
stage	utilization, %	power, mW	std cells
floorplan	-	0.3896	25
global placement	16.04	0.4799	89
detailed placement	16.04	0.4812	89
CTS	17.40	0.7236	94
global route	17.73	0.7599	94
finish	17.73	0.7130	94
## cell type report
| class | instances | share of cell area [%] |
|---|---|---|
| Tap cell | 46 | 9.504 |
| Sequential cell | 8 | 28.10 |
| Clock buffer | 3 | 3.719 |
| Multi-Input combinational cell | 16 | 23.55 |
| Timing Repair Buffer | 21 | 35.12 |
## what timing repair did
action / 4_1_cts / 5_1_grt
gates resized: 23 / 5
endpoints found under the setup margin: 8 / 3
buffers inserted: 2 / 0
endpoints found under the hold margin: 0 / 0
Power figures rest on the tool's default switching activity, not on a simulated workload.
