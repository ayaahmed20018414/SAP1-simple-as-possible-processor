`./design.v`:
```
module INSTRUCTION_REGISTER#(parameter WIDTH1=4,WIDTH2=8)(input CLK,
input CLR,
input L1,
input E1,
input [WIDTH2-1:0] DATA_IN,
output reg [WIDTH1-1:0] BUS_OUT,
output reg [WIDTH1-1:0] seq_OUT);
reg [WIDTH1-1:0] BUS_OUT_reg;
always @(posedge CLK or negedge CLR)
 begin
	if(!CLR)
	 begin
		seq_OUT<='b0;
		BUS_OUT<='b0;
	 end
	else if(!L1)
	 begin
		seq_OUT<=DATA_IN[WIDTH2-1:WIDTH2/2];
		BUS_OUT<=DATA_IN[WIDTH2/2-1:0];
	 end
 end
endmodule
```
`./run.sh`:
```
#!/bin/bash
# OpenROAD 26Q1-2900-gdf79404cd8, Yosys 0.63+post, stock flow scripts
make -C /OpenROAD-flow-scripts/flow DESIGN_CONFIG=/design/flow/config.mk WORK_HOME=/design/flow/orfs finish
```
`./config.mk`:
```
export PLATFORM = sky130hd
export DESIGN_NAME = INSTRUCTION_REGISTER
export DESIGN_NICKNAME = INSTRUCTION_REGISTER
export VERILOG_FILES = /design/flow/design.v
export SDC_FILE = /design/flow/constraint.sdc
export NUM_CORES = 4
export LEC_CHECK = 1
export CORE_AREA = 10 10 70 70
export DIE_AREA = 0 0 80 80
```
`./constraint.sdc`:
```
current_design INSTRUCTION_REGISTER

set clk_period 1.5
set clk_io_pct 0.2

create_clock -name clk0 -period $clk_period [get_ports {CLK}]

set non_clock_inputs [all_inputs -no_clocks]
set_input_delay [expr $clk_period * $clk_io_pct] -clock clk0 $non_clock_inputs
set_output_delay [expr $clk_period * $clk_io_pct] -clock clk0 [all_outputs]
```
==> results_dict.tcl <==
# place-and-route summary
set metrics [dict create \
    outcome "finished clean" \
    crit_arrival_ns 1.07 \
    rows 21 \
    grt.met1_usage 0.0298 \
    antenna_found_initial 0 \
    switching_power_w 0.0000995 \
    drt_first_pass_iters 3 \
    yosysWarnings 1 \
    cp_cell_sequence "clkdlybuf4s50_1" \
    detail-route-antenna-nets 0 \
    drv_cap 0 \
    period_needed_ns 1.37 \
    track_usage 0.0268 \
    rsz0062_at_grt "no" \
    p_per_area_nw_per_um2 861 \
    maxSlewViolCount 0 \
    worstSkewPairLatency_ns 0.24 \
    crit_family "buffers and inverters" \
    cts_root_buf "clkbuf_4" \
    p_comb_frac 0.224 \
    cts_buffer_depth 2 \
    num_vias 220 \
    die_h_um 80 \
    timing.rr.start "BUS_OUT[1]" \
    ir_drop_v 0.000372 \
    start_kind "flip-flop" \
    num_antenna_cells 0 \
    clock-sinks 8 \
    fin_crit_sh 0.914 \
    fill_cells 385 \
    fp.coreArea_um2 3420 \
    place_hpwl_um 699 \
    warnings 26 \
    grt_pass1_wl_um 1280 \
    power_frac_seq 0.477 \
    ys_cells 17 \
    grt_overflow 0 \
    met2_usage 0.0321 \
    grt_max_degree 9 \
    hold_viol_final 0 \
    cts_tree "yes" \
    synthCells 17 \
    num_io_pins 20 \
    finClkSkew_ns 0 \
    initCoreUtil 0.0971 \
    syn_area_per_cell_um2 19.5 \
    drc_errors 0 \
    dieArea_um2 6400 \
    cts_setup_buffers 0 \
    wl_per_cell_um 9.34 \
    cts_made_buffers 3 \
    post_route_cells_drive_above_1_share 0.333 \
    ys_ff 8 \
    placed_cells 82 \
    die_x_um 80 \
    crit_buf_inv 1 \
    worstMarginPinSlew_ns 0.358 \
    slew_headroom 0.761 \
    gr-max-usage-layer "met3" \
    p_clk_frac 0.299 \
    cp.required_ns 1.20 \
    p_leak_nw 0.258 \
    grt_pass1_vias 266 \
    synth_cell_type_count 3 \
    synth_seq_share 0.604 \
    viasPerCell 2.59 \
    setup_viol 0 \
    p_int_w 0.000424 \
    grtUsageMet3 0.0341 \
    crit_start "seq_OUT[2]" \
    min_path_type "in2async" \
    fmax_mhz 729 \
    hold_buffers 0 \
    tns_ns 0 \
    gp_congestion 0.712 \
    cp_slowest_cell "clkdlybuf4s50_1" \
    drtIter0Drc 2 \
    cts_resized 0 \
    path_max_fanout 2 \
    critPathKind "reg2out" \
    layout.cells.non_filler 85 \
    port-buffer-count 18 \
    wl_um 794 \
    h-tree-depth 1 \
    netlist_area_um2 332 \
    end_kind "output port" \
    area_growth_pct 83.4 \
    yosysChipArea_um2 332 \
    power.share.switching 0.190 \
    slowest_delay_ns 0.48 \
    clk_pin_slew_worst_paths_ns 0.05 \
]
==> power groups by stage <==
stage	logic [W]	registers (W)	clock network, W
CTS	0.000121	0.000250	0.000168
global route	0.000127	0.000254	0.000187
finish	0.000117	0.000250	0.000157
==> final cells by class <==
type	instances	area [µm²]	share of cell area
Timing Repair Buffer	20	208	0.342
Sequential cell	8	200	0.329
Multi-Input combinational cell	8	120	0.198
Tap cell	46	57.6	0.0947
Clock buffer	3	22.5	0.0370
==> cell families after synthesis <==
family / Yosys count / share of synthesized area
multiplexers: 8 / 0.362
flip-flops: 8 / 0.604
buffers and inverters: 1 / 0.0340
==> layout by cell type (no fill, tap or decap), drive strengths merged <==
master	Yosys	layout
dfrtp	8	8
clkdlybuf4s50	0	18
mux2	8	8
buf	1	2
clkbuf	0	3
==> layer usage <==
metal,vias to the layer above,part of all wire
met5,-,0
met4,0,0
met3,0,0.22
met2,15,0.35
met1,101,0.44
li1,104,-
==> cells in the mapped netlist (all sizes together) <==
cell type	count	area [µm²]
dfrtp	8	200
mux2	8	120
buf	1	11.3
==> stage by stage <==
stage,setup slack [ns],cell area [µm²],utilization,total power [W],hold WS (ns)
6_report,0.128,608,0.178,0.000524,0.331
5_1_grt,0.0552,608,0.178,0.000567,0.352
4_1_cts,0.106,608,0.178,0.000539,0.336
3_5_place_dp,0.114,586,0.171,0.000374,0.502
3_3_place_gp,0.113,586,0.171,0.000373,0.491
2_1_floorplan,0.658,332,-,0.000288,0.00441
==> final timing paths <==
check / endpoint / slack, ns / cells past startpoint
setup / recovery: seq_OUT[2] / 0.13 / 1
hold / removal: BUS_OUT[0] / 0.33 / 1
setup reg to reg: BUS_OUT[1] / 0.75 / 1
hold reg to reg: BUS_OUT[3] / 0.51 / 1
max in group asynchronous: BUS_OUT[2] / 0.91 / 1
min in group clk0: BUS_OUT[3] / 0.51 / 1
No activity file was given, so power comes from the tool's default toggle rates.
